[flow/config.mk]
export PLATFORM = sky130hd
export DESIGN_NAME = alu_pipeline
export DESIGN_NICKNAME = alu_pipeline
export VERILOG_FILES = /design/flow/design.v
export SDC_FILE = /design/flow/constraint.sdc
export NUM_CORES = 4
export LEC_CHECK = 1
export CORE_UTILIZATION = 40
[flow/constraint.sdc]
current_design alu_pipeline

set clk_period 7.6
set clk_io_pct 0.2

create_clock -name clk0 -period $clk_period [get_ports {clk}]

set non_clock_inputs [all_inputs -no_clocks]
set_input_delay [expr $clk_period * $clk_io_pct] -clock clk0 $non_clock_inputs
set_output_delay [expr $clk_period * $clk_io_pct] -clock clk0 [all_outputs]
[flow/design.v]
`timescale 1ns / 1ps
module alu_pipeline (
    input  wire        clk,
    input  wire        rst_n,
    input  wire [15:0] a,
    input  wire [15:0] b,
    input  wire [2:0]  op,         
    input  wire        valid_in,
    output reg  [15:0] result,
    output reg         zero,       
    output reg         negative,   
    output reg         overflow,   
    output reg         valid_out
);
    reg [15:0] a_stage1, b_stage1;
    reg [2:0]  op_stage1;
    reg        valid_stage1;
    reg [15:0] alu_result;
    reg        alu_zero, alu_negative, alu_overflow;
    localparam OP_ADD  = 3'b000;
    localparam OP_SUB  = 3'b001;
    localparam OP_AND  = 3'b010;
    localparam OP_OR   = 3'b011;
    localparam OP_XOR  = 3'b100;
    localparam OP_SLL  = 3'b101;   
    localparam OP_SRL  = 3'b110;   
    localparam OP_SLT  = 3'b111;   
    always @(posedge clk or negedge rst_n) begin
        if (!rst_n) begin
            a_stage1     <= 16'h0000;
            b_stage1     <= 16'h0000;
            op_stage1    <= 3'b000;
            valid_stage1 <= 1'b0;
        end else begin
            a_stage1     <= a;
            b_stage1     <= b;
            op_stage1    <= op;
            valid_stage1 <= valid_in;
        end
    end
    always @(*) begin
        alu_result   = 16'h0000;
        alu_overflow = 1'b0;
        case (op_stage1)
            OP_ADD: begin
                {alu_overflow, alu_result} = {1'b0, a_stage1} + {1'b0, b_stage1};
            end
            OP_SUB: begin
                {alu_overflow, alu_result} = {1'b0, a_stage1} - {1'b0, b_stage1};
            end
            OP_AND: begin
                alu_result = a_stage1 & b_stage1;
            end
            OP_OR: begin
                alu_result = a_stage1 | b_stage1;
            end
            OP_XOR: begin
                alu_result = a_stage1 ^ b_stage1;
            end
            OP_SLL: begin
                alu_result = a_stage1 << b_stage1[3:0];   
            end
            OP_SRL: begin
                alu_result = a_stage1 >> b_stage1[3:0];
            end
            OP_SLT: begin
                alu_result = ($signed(a_stage1) < $signed(b_stage1)) ? 16'h0001 : 16'h0000;
            end
            default: begin
                alu_result = 16'h0000;
            end
        endcase
        alu_zero     = (alu_result == 16'h0000);
        alu_negative = alu_result[15];
    end
    always @(posedge clk or negedge rst_n) begin
        if (!rst_n) begin
            result    <= 16'h0000;
            zero      <= 1'b0;
            negative  <= 1'b0;
            overflow  <= 1'b0;
            valid_out <= 1'b0;
        end else begin
            result    <= alu_result;
            zero      <= alu_zero;
            negative  <= alu_negative;
            overflow  <= alu_overflow;
            valid_out <= valid_stage1;
        end
    end
endmodule
[flow/run.sh]
#!/bin/bash
# OpenROAD 26Q1-2900-gdf79404cd8, Yosys 0.63+post, stock flow scripts
make -C /OpenROAD-flow-scripts/flow DESIGN_CONFIG=/design/flow/config.mk WORK_HOME=/design/flow/orfs finish
==> changes_impl.md <==
### Changed

* Outcome: finished clean
* # fillers at 1,293
* Clock Path Buffers at 2
* Grt ovf at 0
* OpenROAD warning count at 58
* P_leak at 2.73 nW
* Met2 global-route usage at 0.426
* Worst reg2reg startpoint: b_stage1[2]$_DFF_PN0_
* Ys async rst share at 1.00
* Vias in the first global route at 5,128
* GRT busiest layer: met1
* TNS Setup at 0 ns
* Antenna Nets Post-Route at 0
* Clock slew at reported path FFs at 0.08 ns
* Dpl cells at 856
* Critical path arrival at 4.09 ns
* Pin count of the biggest net entering global routing at 44
* Unrepaired setup endpoints after global routing: false
* CTS H-tree lvls at 2
* Max VDD drop at 0.0000848 V
* Area share of the largest cell type after synthesis at 0.248
* Crit path buf inv count at 2
* DP Worst Slack at 3.77 ns
* # Cells Yosys at 657
* Final Max Slew Viols at 0
* Initial Utilization at 0.414
* Tot Pwr at 0.000934 W
* Fraction of layout cells with a size suffix above 1 at 0.0727
* Critical path depth at 12
* DR iter-0 viols at 450
* Cycle use final at 0.510
* Post-DR wirelength/cell at 22.6 um
* Ports at 58
* Fmax at 0.258 GHz
* Worst EP required at 7.81 ns
* Slowest stage cell, crit path: ha_1
* Avg Inst Size Synth at 8.44 um2
* Crit-path cells: buf_4 -> inv_1 -> ha_1 -> a21o_1 -> o2bb2ai_1 -> o21ai_0 -> xnor2_1 -> a2111oi_0 -> o21ai_0 -> nor4_1 -> nand4bb_1 -> nor4_2
* Final Core Density at 0.474
* GRT Overall Usage at 0.290
* Warning count from the yosys run at 1
* Unique cell types at 80
* Setup ws final at 3.73 ns
* Slew headroom at 0.469
* Initial antenna violation count at 0
* Endpoints failing setup at 0
* DRC at 0
* Minimum clock period at 3.87 ns
* Post-Route WL at 19.5 mm
* First drt pass iteration count at 5
* Sequential-to-total area share from yosys stat at 0.248
* Flop-to-flop setup slack at 3.73 ns
* DR vias at 5,332
* CTS Buf Count at 5
* Met3 Usage GRT at 0.0505
* Dominant Register Cell: dfrtp_1
* CTS tree: built
* Top-count cell post-synth: nand2_1
* Setup crit end: zero$_DFF_PN0_
* Top delay family on crit path: AND-OR/OR-AND gates
* EDFF count, synth at 0
* CTS root buf: clkbuf_16
* Routability Congestion at 0.993
* Mapped Cells at 657
* Worst R2R Path Depth at 12
* Worst slew pin tran at 0.787 ns
* Synth-to-Final Area Change at 14.5%
* Post-DP HPWL at 14.9 mm
* Type of the most critical hold path: register to register
* CP dominant cell by count: o21ai_0
* Setup CP Type: register to register
* # rows at 42
* Clk_skew at 0.0120 ns
* Beginning of the critical path: b_stage1[2]$_DFF_PN0_
* Die area at 14,300 um2
* Maximum net fanout on the critical path at 33
* Cell Area, Synth at 5540 um2
* Max-cap violation count at 0
* Final Non-Filler Cells at 864
* Chip area line of the yosys report at 5540 um2
* I/O Buffers at 57
* Most common library cells after synthesis: nand2_1, dfrtp_1, nor2_1
* Synth flops at 55
* Vert. Die Dim at 120 um
* # Post-CTS Setup Buffers at 0
* CP endpoint kind: register
* Area contributors post-synth: dfrtp_1, ha_1, mux2i_1, nand2_1, nor2_1
* CP peak stage delay at 0.59 ns
* Crit Reg-Reg Endpoint: zero$_DFF_PN0_
* Vias/cell at 6.17
* Hold_buf cts at 0
* Met1 Use GR at 0.450
* Final hold violations at 0
* Power density cells at 147 nW/um2
* Clock Latency Late Sink at 0.31 ns
* Startpoint types: register
* Die extent in x at 120 um
* Post-CTS Resized at 0
* First-pass GRT wire length at 30.6 mm
* Post-synth top area cell: dfrtp_1
* # diodes at 0
* Core area at 13,400 um2
* Clock sinks at 55
cell families after synthesis:
logic type,after synthesis,synth area share
compound gates,181,0.226
buf+inv,91,0.0711
mux,49,0.110
simple gates,221,0.212
flops,55,0.248
fa+ha+maj,52,0.120
xor+xnor,8,0.0126
flip-flops by register name, indices dropped and copies added, names as in the netlist:
name / flops
overflow: 1
valid_stage1: 1
result: 16
b_stage1: 16
a_stage1: 16
zero: 1
op_stage1: 3
valid_out: 1
routing by layer:
| layer | part of all wire | vias to the layer above |
|---|---|---|
| met4 | 0.025 | 0 |
| met3 | 0.076 | 36 |
| met1 | 0.46 | 2573 |
| li1 | - | 2470 |
| met2 | 0.44 | 253 |
| met5 | 0 | - |
cell usage in the layout (no fill, tap or decap), drive strengths merged, types with 4 or more instances in the layout:
cell type / n
nor2b: 11
o22ai: 9
xnor2: 7
clkdlybuf4s50: 56
mux4: 6
a211o: 6
nor4: 7
a22oi: 4
a221oi: 5
o21bai: 6
a21o: 5
and3: 4
mux2i: 32
a31oi: 11
o211ai: 8
o31ai: 5
or3: 8
a21oi: 36
buf: 11
o2bb2ai: 5
nor3: 24
nand4: 5
a211oi: 13
inv: 48
a32oi: 4
clkbuf: 5
dfrtp: 55
nand2: 57
nand2b: 13
o21ai: 31
mux2: 11
nor2: 50
o221ai: 5
nand3: 12
ha: 49
worst min path at each step:
stage     slack (ns)  cells past startpoint                    from                  end
4_1_cts         0.36                      0  valid_stage1$_DFF_PN0_  valid_out$_DFF_PN0_
5_1_grt         0.38                      0  valid_stage1$_DFF_PN0_  valid_out$_DFF_PN0_
6_report        0.36                      0  valid_stage1$_DFF_PN0_  valid_out$_DFF_PN0_
stage by stage:
step                hold slack [ns]  area [um2]
floorplan                     0.331        5540
global placement              0.340        6190
detailed placement            0.337        6190
CTS                           0.364        6350
global route                  0.376        6350
finish                        0.359        6350
area by class of cell:
cell class / count / area [um2] / area share
multi-input cells: 511 / 3770 / 0.595
inverters: 47 / 176 / 0.0278
repair buffers: 67 / 641 / 0.101
clock inverters: 3 / 33.8 / 0.00532
clock buffers: 5 / 125 / 0.0197
well taps: 176 / 220 / 0.0347
flip-flops and latches: 55 / 1380 / 0.217
power breakdown:
group | total [W] | leakage [nW] | switching [W] | internal, W
combinational | 0.000346 | 2.00 | 0.000193 | 0.000153
sequential | 0.000340 | 0.652 | 0.0000237 | 0.000316
clock | 0.000248 | 0.0772 | 0.000121 | 0.000127
total | 0.000934 | 2.73 | 0.000337 | 0.000597
Power is estimated from default activity; no workload was simulated.
